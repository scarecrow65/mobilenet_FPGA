[./design.v]
`timescale 1ns / 1ps
module line_buffer #(
    parameter DATA_WIDTH = 16,
    parameter IMG_WIDTH  = 64
)(
    input  wire                     clk,
    input  wire                     rst_n,
    input  wire [DATA_WIDTH-1:0]    pixel_in,
    input  wire                     valid_in,
    output reg  [DATA_WIDTH-1:0]    row0,   
    output reg  [DATA_WIDTH-1:0]    row1,   
    output reg  [DATA_WIDTH-1:0]    row2,   
    output reg                      valid_out
);
    (* ram_style = "block" *)
    reg [DATA_WIDTH-1:0] linebuf1 [0:IMG_WIDTH-1];
    (* ram_style = "block" *)
    reg [DATA_WIDTH-1:0] linebuf2 [0:IMG_WIDTH-1];
    reg [$clog2(IMG_WIDTH)-1:0] col;
    reg [1:0] row_cnt;
    always @(posedge clk or negedge rst_n) begin
        if (!rst_n) begin
            col       <= 0;
            row_cnt   <= 0;
            valid_out <= 0;
            row0 <= 0;
            row1 <= 0;
            row2 <= 0;
        end
        else if (valid_in) begin
            row0 <= linebuf2[col];
            row1 <= linebuf1[col];
            row2 <= pixel_in;
            linebuf2[col] <= linebuf1[col];
            linebuf1[col] <= pixel_in;
            if (col == IMG_WIDTH-1) begin
                col <= 0;
                if (row_cnt < 2)
                    row_cnt <= row_cnt + 1;
            end
            else begin
                col <= col + 1;
            end
            if (row_cnt >= 2)
                valid_out <= 1;
            else
                valid_out <= 0;
        end
    end
endmodule
[./run.sh]
#!/bin/bash
# OpenROAD 26Q1-2900-gdf79404cd8, Yosys 0.63+post, stock flow scripts
make -C /OpenROAD-flow-scripts/flow DESIGN_CONFIG=/design/flow/config.mk WORK_HOME=/design/flow/orfs finish
[./config.mk]
export PLATFORM = sky130hd
export DESIGN_NAME = line_buffer
export DESIGN_NICKNAME = line_buffer
export VERILOG_FILES = /design/flow/design.v
export SDC_FILE = /design/flow/constraint.sdc
export NUM_CORES = 4
export LEC_CHECK = 1
export CORE_UTILIZATION = 30
[./constraint.sdc]
current_design line_buffer

set clk_period 8.0
set clk_io_pct 0.2

create_clock -name clk0 -period $clk_period [get_ports {clk}]

set non_clock_inputs [all_inputs -no_clocks]
set_input_delay [expr $clk_period * $clk_io_pct] -clock clk0 $non_clock_inputs
set_output_delay [expr $clk_period * $clk_io_pct] -clock clk0 [all_outputs]
==> results_dict.tcl <==
# yosys + openroad results
set metrics [dict create \
    outcome "finished, violations left" \
    violations "max-capacitance violations, max-slew violations" \
    cts_hold_buf 0 \
    yosysSeqAreaShare_pct 80.5 \
    yosysChipArea_mm2 0.0782 \
    cts_tree "yes" \
    design.die.area_mm2 0.263 \
    worst_setup_path_start_kind "register" \
    dpl-instance-area_mm2 0.0854 \
    clkSinkCount 2105 \
    post-cts-setup-buffer-count 0 \
    number_of_enable_type_register_cells_in_the_synthesized_netlist 2048 \
    yosys-top-cells-area "edfxtp_1, a22oi_1, dfrtp_1, nand3_1, and3_1" \
    syn_inst 4484 \
    area_added_between_synthesis_and_finish_pct 18.0 \
    insertion_delay_ps 920 \
    first_global_vias 52000 \
    crit_chain "buf_4, buf_4, or2_2, nor2_4, a2111oi_0, nand3_1, nor4_1, buf_4, and4_1, nor2_4, buf_4" \
    yosysWarningCount 3 \
    synthDominantCellAreaShare_pct 78.7 \
    core_util_floorplan_pct 30.1 \
    utilization_pct 35.6 \
    gr_util_all_layers_pct 27.3 \
    total_of_buffers_placed_on_input_and_output_ports 67 \
    worst_setup_path_startpoint "col[5]$_DFFE_PN0P_" \
    slew_headroom_pct -1.05 \
    chipHeight_um 513 \
    drt_pre_antenna_iters 7 \
    floorplan.die.width_um 513 \
    core_area_mm2 0.259 \
    vias_per_cell 6.00 \
    timing.critical_path.max_delay_family "simple AND/OR/NAND/NOR gates" \
    replace_congestion 0.991 \
    postSynth.topFlopCell "edfxtp_1" \
    maxcap_viol_count 1 \
    post_synth_num_cell_types 69 \
    synth-cells-yosys 4484 \
    critical_path_class "register to register" \
    tightest_hold_check_type "register to register" \
    drt_iter0_markers 4748 \
    number_of_buffers_and_inverters_on_the_critical_path 4 \
    worst-r2r-cell-count 11 \
    total_leakage_power_nw 29.5 \
    reg2reg_to "linebuf2[54][6]$_DFFE_PP_" \
    dp_hpwl_um 197000 \
    io-pin-count 68 \
    grt_antenna_before_repair 29 \
    arrival_ps 6290 \
    cts_root_buf "clkbuf_16" \
    maxClockFrequency_mhz 174 \
    worst_ep_required_time_ps 8550 \
    cts_buffers 202 \
    floorplan.rows 187 \
    post_synthesis_async_set_or_reset_flop_share_pct 2.71 \
    grt_max_degree 66 \
    preCtsSetupSlack_ps 2470 \
    top_cells_by_count "edfxtp_1, a22oi_1, nand3_1" \
    grt_first_pass_wirelength_um 447000 \
    warnings 29 \
    timing_worst_slew_pin_value_ps 1480 \
    avgRoutedWirePerCell_um 40.2 \
    syn_area_per_cell_um2 17.4 \
    finish.instance_area_mm2 0.0922 \
    critPathMostFrequentCell "buf_4" \
    yosys_register_bits 2105 \
    h-tree-depth 4 \
    vias 50400 \
    route.antenna.remaining_nets 0 \
    power.density_cell_area_mw_per_mm2 353 \
    unrepaired_setup_endpoints_after_global_routing "false" \
    synthMostInstantiatedCell "edfxtp_1" \
    cts_clock_pin_slew_for_the_worst_setup_and_hold_paths_ps 70 \
    final.fill_count 23600 \
    final.period_utilization_pct 71.7 \
    min_path_cells 1 \
    power.ir.vdd_worst_mv 0.326 \
    grt-ovfl-total 0 \
    critical_path.endpoint "linebuf2[54][6]$_DFFE_PP_" \
    fin_worst_hold_slack_ps 508 \
    synthDominantAreaCellType "edfxtp_1" \
    drt_drc_violations_left 0 \
    postCtsResizedCells 0 \
    worst_r2r_startpoint "col[5]$_DFFE_PN0P_" \
    drt-total-wl_um 338000 \
    crit_path_setup_slack_layout_ps 2260 \
    fin_crit_ps 5740 \
    fraction_of_layout_cells_with_a_size_suffix_above_1_pct 17.6 \
    setup-violations-final 0 \
    cp_slowest_cell "a2111oi_0" \
    timing.critical_path.slowest_cell_delay_ps 970 \
    setup_tns_ps 0 \
    setup.reg_to_reg.worst_slack_ps 2260 \
    cts_buffer_depth 3 \
    end_kind "register" \
    syn-cell-area_mm2 0.0782 \
    worst-path-max-fanout 64 \
    report.final.slew_viol_count 1 \
    timing.critical_path.depth 11 \
    clock_skew_ps 111 \
    timing_hold_violations_final 0 \
]
-- per-layer routing --
metal  track usage [%]  part of all wire (%)  up-vias  wire, µm
li1                  -                     -    19300         -
met1              24.4                    27    24300     92300
met2              36.0                    41     5490    139000
met3              28.8                    23     1251     79000
met4              15.1                   7.3      104     24500
met5              11.0                  0.90        -      3030
-- registers in the layout, indices dropped and copies added (netlist names) --
signal     cells
linebuf1    1024
linebuf2    1024
row0          16
row1          16
row2          16
col            6
row_cnt        2
valid_out      1
-- through the flow --
step,power (mW),instances
final,32.6,8410
after global routing,33.3,8395
after CTS,32.3,8384
after detailed placement,22.6,8008
after global placement,22.5,8008
after floorplan,18.8,4484
-- worst reg2reg max path, stage by stage, from the launching register on --
cell and delay, ps:
dfrtp_4 790, buf_4 510, buf_4 520, or2_2 660
nor2_4 180, a2111oi_0 970, nand3_1 190, nor4_1 690
buf_4 270, and4_1 270, nor2_4 60, buf_4 320
-- how the worst min path moves through the flow --
stage,to,startpoint,slack (ps)
5_1_grt,row2[6]$_DFFE_PN0P_,row2[6]$_DFFE_PN0P_,530
6_report,row2[3]$_DFFE_PN0P_,row2[3]$_DFFE_PN0P_,510
4_1_cts,row2[3]$_DFFE_PN0P_,row2[3]$_DFFE_PN0P_,510
-- area by class of cell --
type | count | area, µm² | area share (%)
diodes | 25 | 62.6 | 0.0678
clock buffers | 262 | 5420 | 5.88
clock inverters | 114 | 1370 | 1.48
inverters | 8 | 30.0 | 0.0326
multi-input cells | 2078 | 15000 | 16.2
flip-flops and latches | 2105 | 62900 | 68.2
well taps | 3402 | 4260 | 4.61
repair buffers | 416 | 3200 | 3.47
-- cell families after synthesis --
| group | synth area share, % |
|---|---|
| DFF | 80.5 |
| and+or+nand+nor | 7.50 |
| AOI/OAI and AO/OA | 9.05 |
| buffers and inverters | 1.56 |
| muxes | 1.28 |
| adders and majority gates | 0.0800 |
| xor gates and xnor gates | 0.0448 |
-- power breakdown --
part           switching (mW)  internal, mW  leakage [nW]
Clock                    4.29          5.52          3.28
Combinational            5.81          1.49          7.10
Sequential              0.359          15.1          19.1
Total                    10.5          22.1          29.5
-- layout by cell type (no fill, tap or decap), types with 9 or more instances in the layout --
cell type / n
a2111oi_0: 55
a21oi_1: 22
a221oi_1: 60
a222oi_1: 17
a22o_1: 91
a22oi_1: 525
a2bb2oi_1: 11
and3_1: 186
and3b_1: 15
and4_1: 16
buf_2: 16
buf_4: 350
bufinv_16: 22
clkbuf_1: 47
clkbuf_16: 203
clkbuf_8: 12
clkdlybuf4s50_1: 49
clkinv_1: 37
clkinv_2: 27
dfrtp_1: 53
diode_2: 25
edfxtp_1: 2048
mux2_2: 43
mux2i_1: 46
nand2_1: 95
nand3_1: 277
nand3b_1: 9
nand4_1: 150
nor2_1: 40
nor2_2: 18
nor2_4: 69
nor3_1: 20
nor3_2: 51
nor4_1: 48
o21ai_0: 35
o2bb2ai_1: 19
o32ai_1: 14
or4_1: 17
Power and IR drop assume default switching activity.
