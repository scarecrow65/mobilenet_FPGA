--- ./run.sh ---
#!/bin/bash
# OpenROAD 26Q1-2900-gdf79404cd8, Yosys 0.63+post, stock flow scripts
make -C /OpenROAD-flow-scripts/flow DESIGN_CONFIG=/design/flow/config.mk WORK_HOME=/design/flow/orfs finish
--- ./config.mk ---
export PLATFORM = sky130hd
export DESIGN_NAME = mac_array
export DESIGN_NICKNAME = mac_array
export VERILOG_FILES = /design/flow/design.v
export SDC_FILE = /design/flow/constraint.sdc
export NUM_CORES = 4
export LEC_CHECK = 1
export CORE_UTILIZATION = 50
--- ./constraint.sdc ---
current_design mac_array

set clk_period 30.8
set clk_io_pct 0.2

create_clock -name clk0 -period $clk_period [get_ports {clk}]

set non_clock_inputs [all_inputs -no_clocks]
set_input_delay [expr $clk_period * $clk_io_pct] -clock clk0 $non_clock_inputs
set_output_delay [expr $clk_period * $clk_io_pct] -clock clk0 [all_outputs]
--- ./design.v ---
module mac_array #(
    parameter PAR     = 16,
    parameter DATA_W  = 16,
    parameter ACC_W   = 48
)(
    input  wire clk,
    input  wire rst_n,
    input  wire valid_in,
    input  wire signed [PAR*DATA_W-1:0] data_vec,
    input  wire signed [PAR*DATA_W-1:0] weight_vec,
    input  wire signed [ACC_W-1:0]      psum_in,
    output wire signed [PAR*ACC_W-1:0]  mac_out,
    output wire                         valid_out
);
    genvar i;
    wire [PAR-1:0] valid_lane;
    generate
        for (i = 0; i < PAR; i = i + 1) begin : MAC_LANES
            mac_unit #(
                .DATA_W(DATA_W),
                .ACC_W (ACC_W)
            ) mac_inst (
                .clk       (clk),
                .rst_n     (rst_n),
                .valid_in  (valid_in),
                .data_in   (data_vec [i*DATA_W +: DATA_W]),
                .weight_in (weight_vec[i*DATA_W +: DATA_W]),
                .psum_in   (psum_in),
                .psum_out  (mac_out[i*ACC_W +: ACC_W]),
                .valid_out (valid_lane[i])
            );
        end
    endgenerate
    assign valid_out = valid_lane[0];
endmodule
module mac_unit #(
    parameter DATA_W = 16,
    parameter ACC_W  = 48
)(
    input  wire clk,
    input  wire rst_n,
    input  wire valid_in,
    input  wire signed [DATA_W-1:0] data_in,
    input  wire signed [DATA_W-1:0] weight_in,
    input  wire signed [ACC_W-1:0]  psum_in,
    output reg  signed [ACC_W-1:0]  psum_out,
    output reg                      valid_out
);
    reg signed [DATA_W-1:0] data_reg;
    reg signed [DATA_W-1:0] weight_reg;
    reg signed [ACC_W-1:0]  psum_reg;
    reg                     valid_reg1;
    always @(posedge clk or negedge rst_n) begin
        if (!rst_n) begin
            data_reg  <= 0;
            weight_reg<= 0;
            psum_reg  <= 0;
            valid_reg1<= 0;
        end else begin
            data_reg   <= data_in;
            weight_reg <= weight_in;
            psum_reg   <= psum_in;
            valid_reg1 <= valid_in;
        end
    end
    wire signed [2*DATA_W-1:0] mult_wire;
    assign mult_wire = data_reg * weight_reg;
    reg signed [2*DATA_W-1:0] mult_reg;
    reg                       valid_reg2;
    always @(posedge clk or negedge rst_n) begin
        if (!rst_n) begin
            mult_reg   <= 0;
            valid_reg2 <= 0;
        end else begin
            mult_reg   <= mult_wire;
            valid_reg2 <= valid_reg1;
        end
    end
    always @(posedge clk or negedge rst_n) begin
        if (!rst_n) begin
            psum_out <= 0;
            valid_out<= 0;
        end else begin
            if (valid_reg2)
                psum_out <= psum_reg + {{(ACC_W-2*DATA_W){mult_reg[2*DATA_W-1]}}, mult_reg};
            else
                psum_out <= psum_reg;
            valid_out <= valid_reg2;
        end
    end
endmodule
==> reports/metrics.csv <==
stage,metric,value,unit
run,tool warning count,34,
route,vias,181000,
sta,worst slew pin tran,1.16,ns
setup_path,Critical R2R Launch,MAC_LANES[9].mac_inst.weight_reg[1],
route,Post-DRT Antenna Nets,0,
synthesis,Main synth FF type,dfrtp_1,
sta,Final Cycle Share,30.2,%
sta,Final setup viols,0,
sta,RSZ-0062 raised after global routing,false,
sta,Slew headroom,22.0,%
route,first-pass iteration count of the detailed router,7,
synthesis,Area leader share,34.3,%
cts,post-CTS setup buffer count,0,
final_layout,layout cell share with drive strength beyond 1,3.43,%
synthesis,synthesis-stage register bit count,1843,
synthesis,Post-synth EDFFs,0,
placed_design,Detail Placement HPWL,701000,microns
global_route,number of global-route vias before repair,186000,
floorplan,Top Ports,1332,
hold_path,Worst Hold Class,reg -> reg,
setup_path,CP startpoint kind,input pin,
hold_path,worst hold endpoint,MAC_LANES[12].mac_inst.valid_reg2,
synthesis,Synth area leaders,"fa_1, dfrtp_1, ha_1",
synthesis,Syn. warnings,1,
route,wire per inst,26.0,microns
global_route,first-pass GRT wire length,1270000,microns
run_status,status,"finished, final reports clean",
route,DR iter-0 viols,10600,
run,total of max-cap violations,0,
cts,Clock transition at path regs,0.06,ns
floorplan,Die Area,494000,sq um
setup_path,kind of critical path,in -> async,
floorplan,die height,703,microns
placed_design,Placed Area,267000,sq um
synthesis,Synth top cell by count,inv_1,
cts,CTS root buf,clkbuf_16,
final_layout,Syn-to-layout area delta,12.0,%
synthesis,Syn Inst Count,25300,
route,Via density,5.43,
floorplan,Core Box Area,488000,sq um
cts,clk sinks,1843,
sta,Setup TNS,0,ns
route,DRC Markers,0,
synthesis,post-synthesis instance area,246000,sq um
sta,Final min period,9.31,ns
global_route,GRT Total Usage,38.5,%
final_layout,number of flip-flops in the largest register,768,
cts,Skew-Pair Late Insertion Delay,1.03,ns
synthesis,ys cells,25300,
setup_path,Reg2Reg Setup Slack,23.32,ns
floorplan,Initial Util,50.4,%
cts,cts hold-fix bufs,0,
cts,htree depth,4,
sta,Hold Slack,0.357,ns
cts,CTS resizes,0,
sta,fin. max-slew vios,0,
synthesis,"Seq share, synth",18.8,%
synthesis,"area leader, netlist",fa_1,
synthesis,"top cells by count, synth","inv_1, fa_1, nand2_1",
synthesis,"Async S/R FF share, synth",100,%
sta,Max Freq,0.107,GHz
final_layout,Post-Layout Inst Area,275000,sq um
cts,CTS tree,yes,
global_route,gr ovfl total,0,
setup_path,CP arrival,10.31,ns
floorplan,Rows,256,
setup_path,crit-path max FO,93,
floorplan,die width,703,microns
synthesis,YS chip area,246000,sq um
setup_path,Critical Path Source,rst_n,
cts,CTS buffer count,211,
placed_design,# port buffers,1331,
sta,clock skew,0.0910,ns
setup_path,R2R depth,21,
hold_path,Hold Crit Depth,0,
route,Post-Route WL,866000,microns
cts,CTS Buffer Depth,4,
sta,Final Hold Fails,0,
setup_path,Crit. End Element,asynchronous set/reset pin,
hold_path,min-delay src,MAC_LANES[7].mac_inst.valid_reg1,
global_route,largest net degree at the start of global routing,127,
placed_design,Placer Congestion,1.01,
setup_path,WP data required,31.81,ns
synthesis,distinct lib cells,85,
global_route,initial antenna violation count,190,
synthesis,synthesized area per cell,9.71,sq um
setup_path,Worst R2R End,MAC_LANES[9].mac_inst.mult_reg[30],
## layout make-up
cell class	instances	area, sq um
Fill cell	42500	212000
Clock buffer	278	5840
Timing Repair Buffer	1682	16000
Multi-Input combinational cell	17800	179000
Inverter	4853	18200
Clock inverter	107	1380
Sequential cell	1843	46300
Tap cell	6450	8070
Antenna cell	287	718
## worst max path at each step
stage	end	cells after the start
final	MAC_LANES[2].mac_inst.weight_reg[11]	7
after CTS	MAC_LANES[2].mac_inst.weight_reg[11]	7
after global routing	MAC_LANES[2].mac_inst.weight_reg[11]	7
## per-layer routing
metal	track usage [%]	vias up	routed length (microns)	share of wire, %
met2	52.4	6935	371000	43
met1	52.4	90700	320000	37
met5	1.20	-	898	0.10
li1	-	81500	-	-
met3	18.5	1534	111000	13
met4	21.6	134	63700	7.4
## cell usage in the layout (no fill, tap or decap), types with 387 or more instances in the layout
cell type,Yosys,routed
inv_1,4851,4850
fa_1,4208,4208
nand2_1,2490,2475
ha_1,2064,2064
and2_1,2017,2017
dfrtp_1,1843,1794
clkdlybuf4s50_1,0,1330
a21o_1,1132,1132
a21oi_1,1078,1078
xnor2_1,870,870
o21ai_0,710,702
nor2_1,689,683
xor2_1,387,387
## kinds of logic (layout without fill, tap and decap cells)
family | Yosys count | in the layout | synth area share (%)
AOI/OAI and AO/OA | 4017 | 4017 | 10.7
xor gates and xnor gates | 1257 | 1257 | 4.48
adders and majority gates | 6272 | 6272 | 44.8
buffers and inverters | 5658 | 6920 | 8.65
DFF | 1843 | 1843 | 18.8
muxes | 10 | 10 | 0.0413
other | 0 | 287 | 0
and+or+nand+nor | 6237 | 6237 | 12.6
## through the flow
stage	utilization [%]	instances	worst slack, ns
after detailed placement	54.8	32600	20.33
after CTS	56.3	33000	21.34
after global routing	56.4	33200	20.81
final	56.4	33300	21.49
after global placement	54.8	32600	20.37
after floorplan	-	25300	24.33
## critical path: stages
cell,delay (ns)
buf_16,0.25
buf_4,0.63
buf_4,0.55
buf_4,0.51
buf_4,0.50
buf_4,0.68
buf_4,0.68
