$ cat design/flow/config.mk
export PLATFORM = sky130hd
export DESIGN_NAME = layer_controller
export DESIGN_NICKNAME = layer_controller
export VERILOG_FILES = /design/flow/design.v
export SDC_FILE = /design/flow/constraint.sdc
export NUM_CORES = 4
export LEC_CHECK = 1
export CORE_AREA = 10 10 81 81
export DIE_AREA = 0 0 91 91
export SYNTH_MEMORY_MAX_BITS = 65536
$ cat design/flow/constraint.sdc
current_design layer_controller

set clk_period 2.5
set clk_io_pct 0.2

create_clock -name clk0 -period $clk_period [get_ports {clk}]

set non_clock_inputs [all_inputs -no_clocks]
set_input_delay [expr $clk_period * $clk_io_pct] -clock clk0 $non_clock_inputs
set_output_delay [expr $clk_period * $clk_io_pct] -clock clk0 [all_outputs]
$ cat design/flow/design.v
module layer_controller #(
    parameter MAX_LAYERS = 100,
    parameter AXI_ADDR_W = 32
)(
    input  wire clk,
    input  wire rst_n,
    input  wire start,
    input  wire layer_done,    
    output reg  layer_start,
    output reg  all_done,
    output reg [15:0] H,
    output reg [15:0] W,
    output reg [15:0] Cin,
    output reg [15:0] Cout,
    output reg [AXI_ADDR_W-1:0] weight_addr,
    output reg [AXI_ADDR_W-1:0] ifm_addr,
    output reg [AXI_ADDR_W-1:0] ofm_addr
);
    reg [15:0] layer_Cin  [0:MAX_LAYERS-1];
    reg [15:0] layer_Cout [0:MAX_LAYERS-1];
    reg [15:0] layer_H    [0:MAX_LAYERS-1];
    reg [15:0] layer_W    [0:MAX_LAYERS-1];
    reg [AXI_ADDR_W-1:0] layer_weight_addr [0:MAX_LAYERS-1];
    initial begin
        layer_Cin[0]  = 3;
        layer_Cout[0] = 16;
        layer_H[0]    = 224;
        layer_W[0]    = 224;
        layer_weight_addr[0] = 32'h0000_0000;
        layer_Cin[1]  = 16;
        layer_Cout[1] = 32;
        layer_H[1]    = 112;
        layer_W[1]    = 112;
        layer_weight_addr[1] = 32'h0001_0000;
    end
    reg [7:0] layer_idx;
    reg pingpong;
    localparam BUFFER0_ADDR = 32'h8000_0000;
    localparam BUFFER1_ADDR = 32'h8100_0000;
    localparam IDLE        = 3'd0;
    localparam LOAD_CONFIG = 3'd1;
    localparam START_LAYER = 3'd2;
    localparam WAIT_LAYER  = 3'd3;
    localparam NEXT_LAYER  = 3'd4;
    localparam DONE        = 3'd5;
    reg [2:0] state, next_state;
    always @(posedge clk or negedge rst_n) begin
        if (!rst_n)
            state <= IDLE;
        else
            state <= next_state;
    end
    always @(*) begin
        next_state = state;
        case (state)
            IDLE:
                if (start)
                    next_state = LOAD_CONFIG;
            LOAD_CONFIG:
                next_state = START_LAYER;
            START_LAYER:
                next_state = WAIT_LAYER;
            WAIT_LAYER:
                if (layer_done)
                    next_state = NEXT_LAYER;
            NEXT_LAYER:
                if (layer_idx == MAX_LAYERS-1)
                    next_state = DONE;
                else
                    next_state = LOAD_CONFIG;
            DONE:
                next_state = IDLE;
        endcase
    end
    always @(posedge clk or negedge rst_n) begin
        if (!rst_n) begin
            layer_start <= 0;
            all_done    <= 0;
            layer_idx   <= 0;
            pingpong    <= 0;
        end else begin
            layer_start <= 0;
            all_done    <= 0;
            case (state)
                IDLE: begin
                    layer_idx <= 0;
                    pingpong  <= 0;
                end
                LOAD_CONFIG: begin
                    Cin <= layer_Cin[layer_idx];
                    Cout<= layer_Cout[layer_idx];
                    H   <= layer_H[layer_idx];
                    W   <= layer_W[layer_idx];
                    weight_addr <= layer_weight_addr[layer_idx];
                    if (layer_idx == 0) begin
                        ifm_addr <= 32'h0000_0000;  
                    end else begin
                        ifm_addr <= (pingpong) ? BUFFER1_ADDR : BUFFER0_ADDR;
                    end
                    ofm_addr <= (pingpong) ? BUFFER0_ADDR : BUFFER1_ADDR;
                end
                START_LAYER: begin
                    layer_start <= 1;
                end
                WAIT_LAYER: begin
                end
                NEXT_LAYER: begin
                    layer_idx <= layer_idx + 1;
                    pingpong  <= ~pingpong;
                end
                DONE: begin
                    all_done <= 1;
                end
            endcase
        end
    end
endmodule
$ cat design/flow/run.sh
#!/bin/bash
# OpenROAD 26Q1-2900-gdf79404cd8, Yosys 0.63+post, stock flow scripts
make -C /OpenROAD-flow-scripts/flow DESIGN_CONFIG=/design/flow/config.mk WORK_HOME=/design/flow/orfs finish
==> results.toml <==
# flow metrics
[final_timing]
grt_setup_unrepaired = "false"
timing.final.ws_setup_ns = 0.838
final-setup-viol-count = 0
period_used_pct = 66.5
finalWorstPathRequiredPeriod_ns = 1.66
maxSlewViolCount = 0
final.setup.tns_ns = 0
finalHoldViolCount = 0
clock.fmax_mhz = 602
skew_ns = 0.000940

[power_and_ir_drop]
power.switching_w = 0.000135
swShare_pct = 18.8
p_clk_share_pct = 45.5
power.leakage_nw = 1.01
powerDensity_nw_per_um2 = 398
p_seq_share_pct = 50.8
p_int_w = 0.000584
combinationalPowerShare_pct = 3.8
peakVddDrop_v = 0.000176

[floorplan]
core_region_area_um2 = 4820
die-area_um2 = 8280
fp_util_pct = 43.5
core.rowCount = 25
ios = 166
die_h_um = 91
die_w_um = 91

[cts]
cts_max_level = 1
cts-resized-gates = 0
cts_tree = "built"
cts_root_buf = "clkbuf_8"
cts.clk_slew.worst_paths_ns = 0.08
postCtsHoldBufs = 0
clock-sinks = 22
clock_latency_ns = 0.26
clk_path_buf_depth = 2
postCtsSetupRepairBufs = 0
cts_made_buffers = 3

[synthesis]
syn_area_per_cell_um2 = 8.88
ys_sh_adder_pct = 1.79
ys_sh_simple_pct = 6.45
ys_ff = 22
ys_area_um2 = 2100
synthDistinctLibCells = 32
synth_seq_share_pct = 27.5
ys_cells = 236
aoi_share_pct = 5.61
ys_sh_xor_pct = 0.836
muxShareOfSynthArea_pct = 0
yosysWarningCount = 1
top_logic_kind = "buffers and inverters"
synth_area_um2 = 2100
netlist_instances = 236

[drt]
wirelength_mm = 3.71
wl_met2_mm = 1.64
drcViolationCount = 0
met1_length_mm = 1.48
detail_route.vias_per_cell = 3.28
top_layer_used = "met4"
drt-pass1-iter-count = 2
wl_per_cell_um = 11.8
drt-initial-drc-count = 88
ant_nets = 0
via_count = 1030
met3_length_um = 556
antennaDiodeCount = 0

[critical_path]
reg2reg_slack_ns = 1.05
crit_path_start_kind = "flop"
crit_fanout = 5
critPathRequiredTime_ns = 2.00
critPathCaptureType = "primary output"
cpLargestDelayFamily = "buffers and inverters"
path_cells = "clkdlybuf4s50_1"
r2r_start = "state[1]"
reg2regPathDepth = 3
critical_path_buf_inv_count = 1
critPathKind = "reg -> out"
rr_endpoint = "layer_idx[7]"
cp_slowest_cell = "clkdlybuf4s50_1"
crit_arrival_ns = 1.16
critical_path.max_stage_delay_ns = 0.50

[outcome]
status = "finished, final reports clean"

[hold_path]
hold_class = "reg -> reg"
hold_depth = 0
worstHoldStart = "state[2]"
hold_end = "layer_start"

[global_routing]
grt_pass1_vias = 1153
grt_pass1_wl_mm = 5.48
grtUsageTotal_pct = 7.53
antenna_found_initial = 0
grt_max_degree = 18
grt-ovfl-total = 0

[place]
portBuffers = 18
hpwl_mm = 3.21
gp_congestion = 0.811
dpl-instance-area_um2 = 1740
dpl_worst_slack_ns = 0.963

[cells_and_area]
layout-drive-gt1-share_pct = 4.05
area_growth_pct = -13.7
finalInstanceArea_um2 = 1810
final_core_util_pct = 37.6

[flow_run]
warnings = 27
max_cap_violations = 0
==> area by class of cell <==
class                      count  area, um2
clock buffer                   3       41.3
clock inverter                 1       30.0
fill                         470       3010
inverter                       8       30.0
multi-input combinational    194        860
sequential                    22        577
tap                           67       83.8
timing repair buffer          19        188
==> how the worst max path moves through the flow <==
| stage | start | endpoint | slack [ns] | depth (start not counted) |
|---|---|---|---|---|
| 6_report | Cout[4] | H[7] | 0.84 | 1 |
| 4_1_cts | Cout[4] | Cin[1] | 0.81 | 1 |
| 5_1_grt | Cout[4] | H[7] | 0.77 | 1 |
==> Yosys cell counts <==
cell | number | share of area (%)
conb_1 | 2 | 0.36
inv_1 | 7 | 1.3
edfxtp_1 | 5 | 7.2
inv_2 | 1 | 0.18
o22ai_1 | 2 | 0.60
nand3_1 | 4 | 0.96
a31oi_1 | 3 | 0.90
nor3_1 | 1 | 0.24
nand4_2 | 1 | 0.60
xnor2_1 | 1 | 0.42
a21oi_1 | 1 | 0.24
dfrtp_1 | 16 | 19
nand4_1 | 1 | 0.30
or4_1 | 1 | 0.36
dfstp_2 | 1 | 1.3
a21o_1 | 2 | 0.72
ha_1 | 3 | 1.8
o21ai_0 | 5 | 1.2
nand2_1 | 7 | 1.3
nor4_2 | 1 | 0.60
nor2_1 | 3 | 0.54
and4_1 | 1 | 0.42
o31ai_1 | 1 | 0.36
o211ai_1 | 1 | 0.36
buf_2 | 2 | 0.48
and2_1 | 3 | 0.90
a22o_1 | 1 | 0.42
or2_2 | 1 | 0.30
xor2_1 | 1 | 0.42
o311ai_1 | 1 | 0.42
buf_4 | 155 | 56
a2bb2oi_1 | 1 | 0.42
==> flip-flops by register name, indices dropped and copies added, names as in the netlist <==
name,count
pingpong,1
ifm_addr,2
ofm_addr,1
state,6
all_done,1
layer_start,1
layer_idx,8
W,1
Cout,1
==> kinds of logic after synthesis <==
kind of cell,count (synthesis)
AOI/OAI and AO/OA,18
other,2
and+or+nand+nor,24
buffers and inverters,165
adders and majority gates,3
DFF,22
xor gates and xnor gates,2
==> metrics by stage <==
| step | total power (W) | hold WS, ns | std cells |
|---|---|---|---|
| final | 0.000720 | 0.386 | 314 |
| after global routing | 0.000755 | 0.411 | 314 |
| after CTS | 0.000737 | 0.389 | 314 |
| after detailed placement | 0.000406 | 0.370 | 310 |
| after global placement | 0.000407 | 0.367 | 310 |
| after floorplan | 0.000537 | 0.204 | 381 |
==> routing by layer <==
layer	GRT usage, %	up-vias
li1	-	470
met1	8.27	451
met2	12.2	105
met3	4.98	4
met4	1.04	0
met5	0	-
==> cells in the final DEF, fill, tap and decap left out <==
cell type	instances
buf_4	1
ha_1	3
o211ai_1	1
a2bb2oi_1	1
bufinv_16	1
nand3_1	4
nor2_1	3
and2_1	3
clkbuf_8	3
conb_1	147
clkdlybuf4s50_1	18
dfstp_2	1
nand4_2	1
nand4_1	1
nor3_1	1
xnor2_1	1
xor2_1	1
o22ai_1	2
or4_1	1
and4_1	1
nand2_1	7
nor4_2	1
dfrtp_1	16
a22o_1	1
inv_1	7
o21ai_0	5
inv_2	1
o311ai_1	1
or2_2	1
edfxtp_1	5
a21oi_1	1
a31oi_1	3
a21o_1	2
o31ai_1	1
==> power by group through the flow <==
stage | registers (W) | clock network, W | logic [W]
final | 0.000365 | 0.000327 | 0.0000271
after global routing | 0.000365 | 0.000347 | 0.0000423
after CTS | 0.000365 | 0.000338 | 0.0000340
Power is estimated from default activity; no workload was simulated.
